**/design/flow/design.v**
```verilog
module geneRAM (
  input clk,
  input rst,
  input [4:0] writeaddress,
  input [4:0] readaddress,
  input wren,
  input [47:0] writedata,
  output [47:0] readdata
);
  reg [47:0] ram[0:31];
  assign readdata = ram[readaddress];
  always @(posedge clk) begin
    if (wren) begin
      ram[writeaddress] <= writedata;
    end
  end
endmodule
module scoreRAM (
  input clk,
  input rst,
  input [4:0] writeaddress,
  input [4:0] readaddress,
  input wren,
  input [6:0] writedata,
  output [6:0] readdata
);
  reg [6:0] ram[0:31];
  assign readdata = ram[readaddress];
  always @(posedge clk) begin
    if (wren) begin
      ram[writeaddress] <= writedata;
    end
  end
endmodule
```
**/design/flow/run.sh**
```bash
#!/bin/bash
# OpenROAD 26Q1-2900-gdf79404cd8, Yosys 0.63+post, stock flow scripts
make -C /OpenROAD-flow-scripts/flow DESIGN_CONFIG=/design/flow/config.mk WORK_HOME=/design/flow/orfs finish
```
**/design/flow/config.mk**
```make
export PLATFORM = sky130hd
export DESIGN_NAME = scoreRAM
export DESIGN_NICKNAME = scoreRAM
export VERILOG_FILES = /design/flow/design.v
export SDC_FILE = /design/flow/constraint.sdc
export NUM_CORES = 4
export LEC_CHECK = 1
export CORE_UTILIZATION = 40
```
**/design/flow/constraint.sdc**
```tcl
current_design scoreRAM

set clk_period 3.6
set clk_io_pct 0.2

create_clock -name clk0 -period $clk_period [get_ports {clk}]

set non_clock_inputs [all_inputs -no_clocks]
set_input_delay [expr $clk_period * $clk_io_pct] -clock clk0 $non_clock_inputs
set_output_delay [expr $clk_period * $clk_io_pct] -clock clk0 [all_outputs]
```
==> out/qor.tcl <==
set qor(result_of_the_run) {finished clean}
set qor(io_buffer_count) 25
set qor(yosys.cell_types.count) 13
set qor(fillCellCount) 1635
set qor(post_route_worst_hold_slack_ns) 1.06
set qor(synth-edff-count) 224
set qor(dp_slack_ns) -0.0472
set qor(antenna_cells) 0
set qor(yosys_cells) 363
set qor(start_kind) {input pin}
set qor(ioPinCount) 27
set qor(globalRouteOverflowTotal) 0
set qor(ys.flop_type) {sky130_fd_sc_hd__edfxtp_1}
set qor(routed_wire_length_per_instance_microns) 23.4
set qor(post-route-drc-count) 0
set qor(max_slew.worst_pin.slew_ns) 0.769
set qor(yosys_warnings) 1
set qor(cellLeakagePower_nw) 3.17
set qor(setup_viol) 0
set qor(postLayoutSetupSlackWorst_ns) 0.0751
set qor(final_min_period_over_clock_period_pct) 97.9
set qor(clock_sink_count) 224
set qor(top_area_share_pct) 77.4
set qor(most_common_library_cells_after_synthesis) {224 x sky130_fd_sc_hd__edfxtp_1, 70 x sky130_fd_sc_hd__mux4_2, 33 x sky130_fd_sc_hd__nor2_1}
set qor(die-area_sq_um) 22300
set qor(fraction_of_layout_instances_using_a_drive_strength_above_1_pct) 32.0
set qor(area_delta_synth_final_pct) 17.2
set qor(die_height_microns) 149
set qor(cts_setup_buffers) 0
set qor(final_core_utilization_pct) 48.2
set qor(route.layer.met1.wl_microns) 6270
set qor(yosys_area_sq_um) 8690
set qor(vias_per_cell) 5.36
set qor(grt_start_max_net_pins) 41
set qor(syn-instance-count) 363
set qor(crit_fanout) 8
set qor(timing.hold.worst.class) {input pin to register}
set qor(via_count) 3819
set qor(rsz0062_at_grt) {no}
set qor(detail_route.wirelength_microns) 16700
set qor(track_usage_pct) 17.4
set qor(power.total_mw) 5.32
set qor(peak_freq_mhz) 284
set qor(crit_required_ns) 2.88
set qor(end_kind) {output pin}
set qor(cts_tree) {done}
set qor(wl_met3_microns) 2100
set qor(power.ir.vdd_worst_v) 0.000259
set qor(core_area_sq_um) 21200
set qor(firstDrtPassIters) 6
set qor(floorplan.core_util_pct) 41.1
set qor(placementRows) 53
set qor(grt_pass1_vias) 4289
set qor(hold_violations) 0
set qor(arrival_time_worst_endpoint_ns) 2.80
set qor(slew-limit-headroom_pct) 48.6
set qor(timing_max_transition_violations_final) 0
set qor(grt_antenna_before_repair) 0
set qor(cts_inserted_buffers) 22
set qor(route.antenna.remaining_nets) 0
set qor(fin_crit_ns) 3.52
set qor(crit_type) {input pin to output pin}
set qor(top_area_cell) {sky130_fd_sc_hd__edfxtp_1}
set qor(stage_log_warning_count) 26
set qor(syn_avg_cell_area_sq_um) 23.9
set qor(clk_root_buffer_cell) {sky130_fd_sc_hd__clkbuf_16}
set qor(cellPowerDensity_nw_per_um2) 522
set qor(regMostFlops) {ram}
set qor(wl_met2_microns) 7960
set qor(die_extent_in_x_microns) 149
set qor(post_cts_hold_fix_buffer_tally) 0
set qor(area_leaders) {sky130_fd_sc_hd__edfxtp_1 77%, sky130_fd_sc_hd__mux4_2 18%, sky130_fd_sc_hd__nor2_1 1.4%}
set qor(global_route_wire_length_before_repair_microns) 25500
set qor(gp_congestion) 0.832
set qor(clk_path_buf_depth) 3
set qor(htree_levels) 1
set qor(largest_register_ff_count) 224
set qor(cap_viol_max_count) 0
set qor(async_flop_share_pct) 0
set qor(clk_pin_slew_ns) 0.06
set qor(largest_registers) {ram (224)}
set qor(synth_area_sq_um) 8690
set qor(top_layer_used) {met4}
set qor(postSynthRegisterBits) 224
set qor(top_cell) {sky130_fd_sc_hd__edfxtp_1}
set qor(place_hpwl_microns) 10500
set qor(drtIter0Drc) 259
set qor(synth.yosys.seq_area_share_pct) 77.4
## through the flow
stage | setup TNS, ns | std cells | area [sq um]
finish | 0 | 713 | 10200
global placement | -0.0851 | 676 | 9480
floorplan | 0 | 363 | 8690
CTS | 0 | 712 | 10200
global route | 0 | 713 | 10200
detailed placement | -0.0923 | 676 | 9480
## cells by family (layout without fill, tap and decap cells)
kind of cell  count (synthesis)  in the layout  share of synthesized area, %
buf+inv                      17             92                          1.19
flops                       224            224                          77.4
mux                          77             77                          19.0
simple gates                 45             45                          2.39
## final timing paths
check	from	end	cells after the start
setup / recovery	readaddress[0]	readdata[3]	6
hold / removal	writedata[0]	ram[30][0]	2
## where the power goes
part	total, mW	switching (mW)	internal, mW
Combinational	0.320	0.153	0.167
Clock	2.09	0.865	1.22
Sequential	2.91	0.00607	2.90
Total	5.32	1.02	4.29
## cell type report
| class | count | area [sq um] | area share, % |
|---|---|---|---|
| repair buffers | 57 | 608 | 5.97 |
| clock buffers | 28 | 594 | 5.83 |
| clock inverters | 7 | 55.1 | 0.540 |
| well taps | 275 | 344 | 3.38 |
| multi-input cells | 122 | 1860 | 18.3 |
| flip-flops and latches | 224 | 6730 | 66.0 |
## layer usage
| layer | vias to the layer above | global-route usage [%] |
|---|---|---|
| met5 | - | 0 |
| met4 | 0 | 2.76 |
| met3 | 23 | 9.78 |
| met2 | 179 | 25.3 |
| met1 | 1944 | 25.7 |
| li1 | 1673 | - |
## timing repair
item	4_1_cts	5_1_grt
gates cloned	1	1
gates resized	2	2
setup endpoints to repair	7	6
## placed cells by master, fill, tap and decap left out
cell type | Yosys | final
sky130_fd_sc_hd__clkinv_1 | 0 | 4
sky130_fd_sc_hd__clkinv_2 | 0 | 2
sky130_fd_sc_hd__or3b_2 | 3 | 3
sky130_fd_sc_hd__edfxtp_1 | 224 | 224
sky130_fd_sc_hd__clkdlybuf4s50_1 | 0 | 23
sky130_fd_sc_hd__clkbuf_1 | 8 | 5
sky130_fd_sc_hd__buf_12 | 0 | 7
sky130_fd_sc_hd__nand3_1 | 2 | 2
sky130_fd_sc_hd__buf_4 | 0 | 24
sky130_fd_sc_hd__or3_1 | 1 | 1
sky130_fd_sc_hd__bufinv_16 | 0 | 1
sky130_fd_sc_hd__nand3b_1 | 5 | 5
sky130_fd_sc_hd__mux2_2 | 7 | 7
sky130_fd_sc_hd__buf_16 | 0 | 1
sky130_fd_sc_hd__mux4_2 | 70 | 70
sky130_fd_sc_hd__nor2_1 | 33 | 33
sky130_fd_sc_hd__clkbuf_16 | 0 | 24
sky130_fd_sc_hd__buf_2 | 2 | 1
sky130_fd_sc_hd__nand2_1 | 1 | 1
## worst max-delay path: stages
cell	delay [ns]
sky130_fd_sc_hd__buf_12	0.13
sky130_fd_sc_hd__buf_4	0.19
sky130_fd_sc_hd__mux4_2	0.51
sky130_fd_sc_hd__mux4_2	0.52
sky130_fd_sc_hd__mux2_2	0.31
sky130_fd_sc_hd__clkdlybuf4s50_1	0.42
Power and IR drop assume default switching activity.
