File: /design/flow/config.mk
export PLATFORM = sky130hd
export DESIGN_NAME = moveChild
export DESIGN_NICKNAME = moveChild
export VERILOG_FILES = /design/flow/design.v
export SDC_FILE = /design/flow/constraint.sdc
export NUM_CORES = 4
export LEC_CHECK = 1
export CORE_AREA = 10 10 105 105
export DIE_AREA = 0 0 115 115
File: /design/flow/run.sh
#!/bin/bash
# OpenROAD 26Q1-2900-gdf79404cd8, Yosys 0.63+post, stock flow scripts
make -C /OpenROAD-flow-scripts/flow DESIGN_CONFIG=/design/flow/config.mk WORK_HOME=/design/flow/orfs finish
File: /design/flow/constraint.sdc
current_design moveChild

set clk_period 9.4
set clk_io_pct 0.2

create_clock -name clk0 -period $clk_period

set non_clock_inputs [all_inputs -no_clocks]
set_input_delay [expr $clk_period * $clk_io_pct] -clock clk0 $non_clock_inputs
set_output_delay [expr $clk_period * $clk_io_pct] -clock clk0 [all_outputs]
File: /design/flow/design.v
module moveChild (
    input wire [1:0] dir,
    input wire [63:0] mapData,
    input wire [2:0] x,
    input wire [2:0] y,
    input wire alive,
    output wire [2:0] xnew,
    output wire [2:0] ynew,
    output wire alivenew
);
    wire [2:0] xnewTemp;
    wire [2:0] ynewTemp;
    wire aliveTemp;
    assign xnewTemp = (dir == 0)?((x == 7) ? x : x+1):((dir == 1)?((x == 0) ? x : x-1):x);
    assign ynewTemp = (dir == 2)?((y == 7) ? y : y+1):((dir == 3)?((y == 0) ? y : y-1):y);
    assign aliveTemp = ((dir == 0 && x == 7) || (dir == 1 && x == 0) || (dir == 2 && y == 7) || (dir == 3 && y == 0)) ? 0 : 1;
    assign xnew = ((x == 7 && y == 7) || (xnewTemp == 7 && ynewTemp == 7)) ? 7 : (((mapData[63 - (8 * ynewTemp + xnewTemp)] == 1) || (alive == 0)) ? x : xnewTemp);
    assign ynew = ((x == 7 && y == 7) || (xnewTemp == 7 && ynewTemp == 7)) ? 7 : (((mapData[63 - (8 * ynewTemp + xnewTemp)] == 1) || (alive == 0)) ? y : ynewTemp);
    assign alivenew = ((x == 7 && y == 7) || (xnewTemp == 7 && ynewTemp == 7)) ? 1 : (((mapData[63 - (8 * ynewTemp + xnewTemp)] == 1) || (alive == 0)) ? 0 : aliveTemp);
endmodule
==> qor.csv <==
stage;metric;value;unit
synth;synth top area cells;mux4_2 17%, mux4_1 6.6%, ha_1 6.3%;
run_status;status;finished clean;
floorplan;I/O Pins;80;
detailed_routing;via/cell ratio;4.51;
synth;synthesis area per yosys;0.00120;mm²
sta;Final Hold Viols;0;
worst_setup_path;crit-path max FO;8;
worst_setup_path;CP endpoint kind;output port;
detailed_routing;wirelength, routed;5120;µm
sta;measured slew at the worst slew-check pin;0.526;ns
synth;synth unique cells;54;
synth;yosys warning tally;0;
finish;Area Growth Syn to Fin;73.7;%
detailed_routing;ANT cells;0;
worst_setup_path;CP arrival;5.92;ns
sta;min cycle time layout;7.80;ns
finish;fillers;956;
detailed_routing;Residual DRC;0;
grt;grt ovf;0;
min_path;Hold Crit Class;in2out;
placement;pre-CTS WS;1.64;ns
sta;RSZ-0062 raised after global routing;no;
floorplan;Core Region;0.00876;mm²
synth;top area contributor share;16.9;%
worst_setup_path;Worst Path Buf+Inv;4;
placement;gpl congestion;0.875;
worst_setup_path;Crit Path Category;in2out;
synth;Synth Instances;142;
worst_setup_path;Critical Path Slowest Stage Cell;clkdlybuf4s50_1;
placement;# port buffers;80;
finish;register area;0;µm²
synth;largest area contributor in the netlist;mux4_2;
floorplan;die area;0.0132;mm²
flow_run;number of max-cap violations;0;
finish;final core utilization;23.8;%
worst_setup_path;family with the most delay on the worst path;buffers and inverters;
flow_run;total tool warning count;36;
grt;GRT Overall Usage;7.45;%
grt;antenna violations before repair;0;
finish;flop count;0;
sta;slew margin rel.;64.7;%
sta;post-layout period usage;83.0;%
grt;vias in the first global route;1542;
floorplan;Initial Util;13.7;%
finish;clkbuf count;0;
floorplan;Die H;115;µm
detailed_routing;drt first pass iters;4;
detailed_routing;via count;1453;
clocking;setup repair bufs after CTS;0;
synth;sequential fraction of the synthesis area;0;%
power_and_ir_drop;Leak;0.750;nW
detailed_routing;DR iter-0 viols;62;
worst_setup_path;CP cell instances;clkdlybuf4s50_1, inv_1, ha_1, nand2b_1, o211ai_2, xnor2_1, buf_4, mux4_1, a41oi_1, o211ai_2, o311ai_4, nor3_1, a31oi_1, clkdlybuf4s50_1;
clocking;hold buffers post-CTS;0;
floorplan;Chip Width;115;µm
sta;Final Slew Violations;0;
sta;setup TNS;0;ns
placement;Final HPWL DP;4500;µm
synth;Syn Std Cell Area;0.00120;mm²
synth;syn avg cell area;8.45;µm²
synth;# Cells Yosys;142;
grt;first-pass GRT wire length;8030;µm
sta;Final setup violation count;0;
finish;layout cells sized above 1;11.7;%
sta;Final Worst Setup Slack;1.60;ns
grt;largest net degree at the start of global routing;18;
worst_setup_path;critical path startpoint category;primary input;
floorplan;row count;34;
sta;fmax;0.128;GHz
detailed_routing;Detail Route Antenna Nets;0;
worst_setup_path;worst stage delay on the critical path;0.56;ns
clocking;PostCTS Resize Cnt;0;
power_and_ir_drop;pwr/cell area;56.1;mW/mm²
power_and_ir_drop;Worst VDD drop;0.0219;mV
detailed_routing;DR WL/cell;15.9;µm
worst_setup_path;Worst EP required;7.52;ns
==> synth_stat cells (all sizes together) (2+ instances only) <==
| library cell | number |
|---|---|
| o211ai | 6 |
| a21oi | 6 |
| a211oi | 4 |
| o21ai | 5 |
| mux4 | 12 |
| mux2i | 5 |
| nor3 | 6 |
| nand4 | 5 |
| a21o | 3 |
| nand3b | 4 |
| nand2 | 17 |
| nor2 | 3 |
| buf | 6 |
| ha | 6 |
| a31oi | 4 |
| o311ai | 2 |
| xnor2 | 2 |
| nand3 | 6 |
| clkbuf | 4 |
| nand2b | 3 |
| inv | 11 |
| or2 | 2 |
| and2 | 2 |
==> through the flow <==
stage / power, mW / std cells / hold slack, ns / cell area (µm²)
2_1_floorplan: 0.0624 / 142 / 3.85 / 1200
3_3_place_gp: 0.118 / 322 / 4.91 / 2080
3_5_place_dp: 0.118 / 322 / 4.91 / 2080
4_1_cts: 0.119 / 322 / 4.92 / 2080
5_1_grt: 0.128 / 322 / 4.99 / 2080
6_report: 0.117 / 322 / 4.89 / 2080
==> worst min-delay path, stage by stage <==
cell,delay (ns)
clkdlybuf4s50_1,0.47
a21oi_1,0.15
o21ai_1,0.10
clkdlybuf4s50_1,0.41
==> path summary, 6_finish.rpt <==
kind  start       to  slack [ns]  depth (start not counted)
max    y[0]  ynew[1]        1.60                         14
min    x[0]  xnew[0]        4.89                          4
==> layout by cell type, fill, tap and decap left out, types with 2 or more instances in the layout <==
master,count
nor3_1,6
nand3b_1,4
o21ai_0,3
nand2b_1,3
mux4_2,9
nand3_1,6
o211ai_2,2
clkdlybuf4s50_1,80
ha_1,6
a31oi_1,4
buf_4,2
nand2_1,16
nand4_1,5
mux2i_1,5
nor2_1,2
inv_1,11
mux4_1,3
o211ai_1,4
xnor2_1,2
a21o_1,2
a211oi_2,2
a21oi_1,6
and2_1,2
==> layer usage <==
metal / track usage [%] / up-vias / wire, µm
met3: 2.22 / 0 / 400
met1: 10.1 / 676 / 2230
met2: 12.1 / 66 / 2480
met5: 0 / - / 0
li1: - / 711 / -
met4: 0.165 / 0 / 0
==> cell families (layout without fill, tap and decap cells) <==
| group | Yosys count | count (layout) | synth area share, % |
|---|---|---|---|
| and+or+nand+nor | 52 | 52 | 24.0 |
| xor gates and xnor gates | 2 | 2 | 1.46 |
| adders and majority gates | 6 | 6 | 6.26 |
| AOI/OAI and AO/OA | 43 | 43 | 30.8 |
| muxes | 18 | 18 | 28.6 |
| buffers and inverters | 21 | 93 | 8.97 |
==> where the power goes <==
group          leakage [nW]  internal, mW  total [mW]  switching (mW)
registers                 0             0           0               0
logic                 0.750        0.0688       0.117          0.0482
clock network             0             0           0               0
total                 0.750        0.0688       0.117          0.0482
==> cell type report <==
type | count | area [µm²] | share of cell area [%]
timing repair buffer | 82 | 816 | 39.1
multi-input combinational | 121 | 1090 | 52.4
tap | 108 | 135 | 6.48
inverter | 11 | 41.3 | 1.98
Power is estimated from default activity; no workload was simulated.
